===== flow/run.sh =====
#!/bin/bash
# OpenROAD 26Q1-2900-gdf79404cd8, Yosys 0.63+post, stock flow scripts
make -C /OpenROAD-flow-scripts/flow DESIGN_CONFIG=/design/flow/config.mk WORK_HOME=/design/flow/orfs finish

===== flow/config.mk =====
export PLATFORM = sky130hd
export DESIGN_NAME = entiremap_rom
export DESIGN_NICKNAME = entiremap_rom
export VERILOG_FILES = /design/flow/design.v
export SDC_FILE = /design/flow/constraint.sdc
export NUM_CORES = 4
export LEC_CHECK = 1
export CORE_UTILIZATION = 50

===== flow/constraint.sdc =====
current_design entiremap_rom

set clk_period 6.8
set clk_io_pct 0.2

create_clock -name clk0 -period $clk_period

set non_clock_inputs [all_inputs -no_clocks]
set_input_delay [expr $clk_period * $clk_io_pct] -clock clk0 $non_clock_inputs
set_output_delay [expr $clk_period * $clk_io_pct] -clock clk0 [all_outputs]

===== flow/design.v =====
module entiremap_rom ( input [10:0]	addr,
						output [79:0]	data
					 );
					  logic [79:0] reg_file[130];   
always_comb
begin 
reg_file[0]=             80'b111111111111111111111111111111111111111111111111111111111111111111111111111111;
reg_file[1]=             80'b100000000000000000000000000000000000000000000000000000000000000000000000001111;
reg_file[2]=             80'b100000000000000000000000000000000000000000000000000000000000000000000000000111;
reg_file[3]=             80'b100111110001111110001111110001111100001100000001111111000000000111111111100011;
reg_file[4]=             80'b100101010001011010001011010001010100001100000000000000000000000000000000000001;
reg_file[5]=             80'b100111110001111110001111110001111100001100000100000000010000010000000000000001;
reg_file[6]=             80'b100000000000000000000000000000000000001100000100001000010000010001000011100001;
reg_file[7]=             80'b100000000000000000000000000000000000001100000100001000010000010001000000000001;
reg_file[8]=             80'b100110000000000000000001111000000000001100000100001000010000010001000000000001;
reg_file[9]=             80'b100110000000000000000001001000000000001100000100001000010000010001000000000001;
reg_file[10]=            80'b100110011111000011110001111000111110001100000100001000010000010001000111100001;
reg_file[11]=            80'b100110010101000010110000000000101010001100000100001000000000000000000000000001;
reg_file[12]=            80'b100110011011000011010000000000110110001100000100001000000000000000000000000001;
reg_file[13]=            80'b100110010101000010110001111000101010001100000100001000000000000000000110011001;
reg_file[14]=            80'b100110011011000011110001101000110110001100000100000000011111111000100110011001;
reg_file[15]=            80'b100110010101000000000001011000101010001100000100001000000000000000100110011001;
reg_file[16]=            80'b100110011011000000000001101000110110001100000100001000000000000010100110011001;
reg_file[17]=            80'b100110011111000000000001111000111110001000000000000000000000000000100000000001;
reg_file[18]=            80'b100110000000001111110000000000000000001000000000000000000000000000100000000001;
reg_file[19]=            80'b100110000000001010110000000000000000001000000111111111111110000000100000000001;
reg_file[20]=            80'b100110011100001101010000011111000110000000000111111111111110000000100000000001;
reg_file[21]=            80'b100000011100001111110000011111000110000000000000000000000000000000000000000001;
reg_file[22]=            80'b100000000000000000000000000000000000000000000000000000000000000000000000000001;
reg_file[23]=            80'b100000000000000000000000000000000000001000011111111111111111111111111111111001;
reg_file[24]=            80'b100111110001111110001111110001111100001000000000000000000000000000000000000001;
reg_file[25]=            80'b100101010001011010001011010001010100001000000000000000000000000000000000000001;
reg_file[26]=            80'b100111110001111110001111110001111100001000011111111111111111111111111111111001;
reg_file[27]=            80'b100000000000000000000000000000000000000000000000000000000000000000000000000001;
reg_file[28]=            80'b100000000000000000000000000000000000000000000000000000000000000000000000000001;
reg_file[29]=            80'b100111111110011110001111111000111111000001111000011111111111111100001111111001;
reg_file[30]=            80'b100111111110011110001111111000111111000001111000011111111111111100001111111001;
reg_file[31]=            80'b100000000000000000000000000000000000000000000000000000000000000000000000000001;
reg_file[32]=            80'b100000000000000000000000000000000000000000000000000000000000000000000000000001;
reg_file[33]=            80'b100111111111111111111111111111111111110000000111111111100000111111111110000001;
reg_file[34]=            80'b100000000000000000000000000000000000000000000000000000000000000000000000000001;
reg_file[35]=            80'b100000000000000000000000000000000000000000000000000000000000000000000000000001;
reg_file[36]=            80'b100100100001000010010010001000100111111000111100000011111111111111111111111001;
reg_file[37]=            80'b100100100001000010010010001000100110011000101100000010000000111100111011111001;
reg_file[38]=            80'b100100100001000010010010001000100101101000110100000010010100000100001000011001;
reg_file[39]=            80'b100100100001000010010010001000100101101000101100000010000000011100001001111001;
reg_file[40]=            80'b100100100001000010010010001000100110011000110100000010111110000100001000011001;
reg_file[41]=            80'b100100100001000010010010001000100101101000101100000010011100111100111001111001;
reg_file[42]=            80'b100100100001000010010010001000100101101000110100110011111111111111111111111001;
reg_file[43]=            80'b100100100001000010010010001000100110011000101100110000000000000000000000000001;
reg_file[44]=            80'b100100100001000010010010001000100101101000110100110000000000000011100000000001;
reg_file[45]=            80'b100100100001000010010010001000100101101000101100110001110001010100010000000001;
reg_file[46]=            80'b100100100001000010010010001000100110011000110100110010001010110100010000000001;
reg_file[47]=            80'b100000100000000010000010000000100101101000101100000010001000010011010000000001;
reg_file[48]=            80'b100000100000000010000010000000100101101000110100110010001000010000010000000001;
reg_file[49]=            80'b100000100000000010000010000000100110011000101100110001110000010000010000000001;
reg_file[50]=            80'b100000100000000010000010000000100101101000110100000000000000000000000000000001;
reg_file[51]=            80'b100000100000000010000010000000100101101000101100000000000011111111100000000001;
reg_file[52]=            80'b100100100001000010010010001000100110011000110100000000000010000000100000000001;
reg_file[53]=            80'b100100100001000010010010001000100101101000101100000000000010100010100000000001;
reg_file[54]=            80'b100100100001000010010010001000100101101000110100000000000010001000100000000001;
reg_file[55]=            80'b100100100001000010010010001000100110011000101100000000000010010100100000000001;
reg_file[56]=            80'b100000000000000000000000000000000111111000111100000000000011111111100000000001;
reg_file[57]=            80'b100000000000000000000000000000000000000000000000000000000000000000000000000001;
reg_file[58]=            80'b100000000000000000000000000000000000000000000000000000000000000000000000000001;
reg_file[59]=            80'b111111111111111111111111111111111111111111111111111111111111111111111111111111;
reg_file[70]=            80'b111111111111111111111111111111111111111111111111111111111111111111111111111111;
reg_file[71]=            80'b100000000000000000000000000000000000000000000000000000000000000000000000000001;
reg_file[72]=            80'b100000000000000000000000000000000000000000000000000000000000000000000000000001;
reg_file[73]=            80'b100000111111111111111111111111111110000011111111111111111111111111111111100001;
reg_file[74]=            80'b100000100000000000000000000000000000000000000000000000000000000000000000100001;
reg_file[75]=            80'b100000100000000000000000000000000000000000000000000000000000000000000000100001;
reg_file[76]=            80'b100000100000111111111111111111111111111111111111111111111111111111110000100001;
reg_file[77]=            80'b100000100000100000000000000000000000000000000000000000000000000000010000100001; 
reg_file[78]=            80'b100000100000100000000000000000000000000000000000000000000000000000010000100001;
reg_file[79]=            80'b100000100000100011111111111111111110000011111111111111111111111000010000100001;
reg_file[80]=            80'b100000100000100010000000000000000000000000000000000000000000001000010000100001;
reg_file[81]=            80'b100000100000100010000000000000000000000000000000000000000000001000010000100001;
reg_file[82]=            80'b100000100000100010011111111111111111111111111111111111111110001000010000100001;
reg_file[83]=            80'b100000100000000010000000000000000000000000000000000000000000001000010000000001;
reg_file[84]=            80'b100000100000000010000000000000000000000000000000000000000000001000010000000001;
reg_file[85]=            80'b100000100000100010011111111111111110000111111111111111111110001000010000100001;
reg_file[86]=            80'b100000100000100010000000000000000000000000000000000000000000001000010000100001;
reg_file[87]=            80'b100000100000100010000000000000000000000000000000000000000000001000010000100001;
reg_file[88]=            80'b100000100000100011111111111111111111111111111111111111111111111000010000100001;
reg_file[89]=            80'b100000100000100000000000000000000000000000000000000000000000000000010000100001;
reg_file[90]=            80'b100000100000100000000000000000000000000000000000000000000000000000010000100001;
reg_file[91]=            80'b100000100000111111111111111111111110000111111111111111111111111111110000100001;
reg_file[92]=            80'b100000100000000000000000000000000000000000000000000000000000000000000000100001;
reg_file[93]=            80'b100000100000000000000000000000000000000000000000000000000000000000000000100001;
reg_file[94]=            80'b100000100000000000000000000000000000000000000000000000000000000000000000100001;
reg_file[95]=            80'b100000111111111111111111111111111111111111111111111111111111111111111111100001;
reg_file[96]=            80'b100000000000000000000000000000000000000000000000000000000000000000000000000001;
reg_file[97]=            80'b100000000000000000000000000000000000000000000000000000000000000000000000000001;
reg_file[98]=            80'b100000000000000000000000000000000000000000000000000000000000000000000000000001;
reg_file[99]=            80'b100111111110011110001111111000111111000001111000011111111111111100001111111001;
reg_file[100]=            80'b100111111110011110001111111000111111000001111000011111111111111100001111111001;
reg_file[101]=            80'b100000000000000000000000000000000000000000000000000000000000000000000000000001;
reg_file[102]=            80'b100000000000000000000000000000000000000000000000000000000000000000000000000001;
reg_file[103]=            80'b100111111111111111111111111111111111110000000111111111100000111111111110000001;
reg_file[104]=            80'b100000000000000000000000000000000000000000000000000000000000000000000000000001;
reg_file[105]=            80'b100000000000000000000000000000000000000000000000000000000000000000000000000001;
reg_file[106]=            80'b100100100001000010010010001000100111111000111111111111111111111111111111111001;
reg_file[107]=            80'b100100100001000010010010001000100110011000101100000010000000111100111011111001;
reg_file[108]=            80'b100100100001000010010010001000100101101000110100000010010100000100001000011001;
reg_file[109]=            80'b100100100001000010010010001000100101101000101100000010000000011100001001111001;
reg_file[110]=            80'b100100100001000010010010001000100110011000110100110010111110000100001000011001;
reg_file[111]=            80'b100100100001000010010010001000100101101000101100110010011100111100111001111001;
reg_file[112]=            80'b100100100001000010010010001000100101101000110100110011111111111111111111111001;
reg_file[113]=            80'b100100100001000010010010001000100110011000101100110000000000000000000000000001;
reg_file[114]=            80'b100100100001000010010010001000100000000000110100110000000000000000000000000001;
reg_file[115]=            80'b100100100001000010010010001000100000000000101100110000000000000000000000000001;
reg_file[116]=            80'b100100100001000010010010001000011111111111111100110000000000000000000000000001;
reg_file[117]=            80'b100100100000000010000010000000000000000000000000110000000000000000000000010001;
reg_file[118]=            80'b100100100000000010000010000000000000000000000000110000000000000000000000010001;
reg_file[119]=            80'b100100100000000010000010000000000000000000000000110000000000000000000000010001;
reg_file[120]=            80'b100100100000000010000010000000111111111111111100110000000000000000000000010001;
reg_file[121]=            80'b100100000000000010000010000000100000000000101100110001111111111111111111110001;
reg_file[122]=            80'b100100000001000000010000001000100000000000110100110001100110000000100000010001;
reg_file[123]=            80'b100100000001000000010000001000100111111000101100000001011010100010101001010001;
reg_file[124]=            80'b100100000001000000010000001000100101101000110100000001011010001000110000110001;
reg_file[125]=            80'b100111111111111111111111111111100110011000101100000001100110010100100110010001;
reg_file[126]=            80'b100000000000000000000000000000000111111000111111111111111111111111111111110001;
reg_file[127]=            80'b100000000000000000000000000000000000000000000000000000000000000000000000000001;
reg_file[128]=            80'b100000000000000000000000000000000000000000000000000000000000000000000000000001;
reg_file[129]=            80'b111111111111111111111111111111111111111111111111111111111111111111111111111111;
end
assign data = reg_file[addr];
endmodule 

==> flow_summary_export.csv <==
group,metric,value,unit
worst_setup_path,critical_path_class,"input port to output port",
power,pwr-share-comb,100.0,%
die,rows,31,
power,p_switching,154,uW
final_timing,rsz0062_at_grt,"no",
die,die_w,89.2,um
placement,portBuffers,84,
synth,synth_cell_types,70,
flow_run,openroad.warnings,36,
outcome,outcome,"complete, no violations",
die,fp_util,52.1,%
synth,synthesis.area,3800,sq um
final_timing,drv_slew,0,
power,p_leak,1.88,nW
final_timing,fmax,153,MHz
die,num_io_pins,91,
detailed_routing,antenna-diode-count,0,
synth,ys_cells,674,
final_timing,finalCritPeriodShare,96.0,%
worst_hold_path,holdPathStages,6,
final_timing,min_period,6.53,ns
global_route,gr-total-overflow,0,
finish,syn_to_final_growth,22.9,%
placement,place_inst,814,
final_timing,worst_pin_slew,0.981,ns
worst_setup_path,worstPathRequired,5.44,ns
detailed_routing,avgViaCountPerCell,7.77,
power,p_total,286,uW
placement,place_hpwl,15.6,mm
synth,synth_seq_share,0,%
flow_run,cap_violations,0,
power,p_per_area,61.3,nW/um^2
synth,synth_area_leader_cell,"nor2_1",
placement,gp_congestion,1.24,
global_route,grt_max_degree,44,
die,core-area,7290,sq um
synth,yosysWarnings,802,
detailed_routing,vias,6322,
clocking,cts_setup_buffers,0,
power,peakVddDrop,36.8,uV
detailed_routing,drc,0,
clocking,cts_resized,0,
worst_setup_path,cp-end-kind,"output port",
finish,mostFrequentLayoutCells,"clkdlybuf4s50_1 (80), nor2_1 (75), nand2_1 (73)",
final_timing,hold_ws,3.79,ns
finish,nFlopsAndLatches,0,
synth,postSynthAreaPerCell,5.64,sq um
detailed_routing,firstDrtPassIters,10,
synth,yosysChipArea,3800,sq um
final_timing,slew_headroom,34.2,%
finish,clock_buffers,0,
global_route,track_usage,56.7,%
power,clkPwrFrac,0,%
finish,n_fill_cell,726,
power,p_seq_share,0,%
global_route,grt_pass1_vias,5648,
synth,topCellsByArea,"nor2_1 (7.4%), nand2_1 (7.2%), nand3_1 (6.6%), a21oi_1 (6.1%), o21ai_0 (5.9%)",
power,internal_power,132,uW
final_timing,setup_viol,0,
worst_hold_path,hold_class,"input port to output port",
power,switching_share,53.8,%
finish,seq_area,0,sq um
global_route,grt_first_pass_wirelength,32.5,mm
finish,post_route_cells_drive_above_1_share,8.67,%
finish,lay_top_count,"clkdlybuf4s50_1",
global_route,antenna_found_initial,1,
worst_setup_path,crit_fanout,20,
clocking,cts_hold_buf,0,
finish,stdcell_count,814,
final_timing,finalSetupTns,0,ns
worst_setup_path,crit_arrival,5.17,ns
final_timing,finalHoldViolCount,0,
detailed_routing,wirelength,21.5,mm
detailed_routing,ant_nets,0,
die,die_h,89.2,um
die,die_area,7950,sq um
detailed_routing,first_iter_violations,1227,
synth,synth_top_area_share,7.41,%
worst_setup_path,startpoint_type,"input port",
final_timing,postLayoutSetupSlackWorst,0.271,ns
placement,dp_slack,0.480,ns
detailed_routing,wl_per_cell,26.4,um
synth,synth_cells,674,
==> power by group through the flow <==
stage	sequential, mW	combinational (mW)	clock [mW]
after CTS	0	0.271	0
after global routing	0	0.305	0
final	0	0.286	0
==> worst max-delay path, cell delays in order <==
cell and delay (ns):
clkdlybuf4s50_1 0.75, buf_4 0.34, and4b_1 0.45, a211o_1 0.37, nor4b_1 0.72, o2111ai_1 0.25, or4_1 0.50, clkdlybuf4s50_1 0.42
==> cells by family (layout without fill, tap and decap cells) <==
| logic type | Yosys count | in the layout | share of synthesized area (%) |
|---|---|---|---|
| compound gates | 206 | 206 | 35.9 |
| mux | 2 | 2 | 0.560 |
| buf+inv | 90 | 129 | 10.5 |
| other cells | 2 | 4 | 0.198 |
| xor+xnor | 3 | 3 | 0.692 |
| simple gates | 371 | 371 | 52.2 |
==> per-stage QoR <==
| step | utilization (%) | area (sq um) |
|---|---|---|
| after detailed placement | 64.0 | 4670 |
| after global routing | 64.0 | 4670 |
| final | 64.0 | 4670 |
| after floorplan | - | 3810 |
| after global placement | 64.0 | 4670 |
| after CTS | 64.0 | 4670 |
==> cell type report <==
cell class         count  area, sq um  share of cell area (%)
inverters              8         30.0                   0.643
multi-input cells    586         3420                    73.2
well taps             99          124                    2.65
repair buffers       121         1100                    23.5
==> routing by layer <==
layer / vias to the layer above / part of all wire, % / GRT usage, %
met5: - / 0.079 / 1.95
met4: 2 / 11 / 37.7
met3: 241 / 18 / 31.4
met2: 670 / 37 / 76.1
met1: 2753 / 34 / 68.9
li1: 2656 / - / -
==> path summary, 6_finish.rpt <==
path | startpoint | end | slack [ns]
worst min-delay path | addr[1] | data[63] | 3.79
worst max-delay path | addr[5] | data[51] | 0.27
==> Yosys cell counts (6+ instances only) <==
library cell  count
a21o_1            7
or4_1             8
nor4_1           11
nand2_1          73
nor4bb_1          6
nor3b_1           6
a211oi_1          9
nor2_1           75
a2111oi_0         7
buf_2            17
o21ai_0          45
a31oi_1           7
and3_1            7
nand2b_1         13
nor3_1           37
nand4_1          22
inv_1             6
o2111ai_1         6
a22oi_1           9
buf_1            10
o22ai_1          16
o221ai_1          6
nand3_1          50
or3_1             8
o211ai_1         12
clkbuf_1         46
nor2b_1          13
a21oi_1          46
buf_4             6
No activity file was given, so power comes from the tool's default toggle rates.
